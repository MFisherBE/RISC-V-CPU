### config.mk
export PLATFORM = sky130hd
export DESIGN_NAME = lab7_top
export DESIGN_NICKNAME = lab7_top
export VERILOG_FILES = /design/flow/design.v
export SDC_FILE = /design/flow/constraint.sdc
export NUM_CORES = 4
export LEC_CHECK = 1
export CORE_UTILIZATION = 40
### constraint.sdc
current_design lab7_top

set clk_period 7.0
set clk_io_pct 0.2

create_clock -name clk0 -period $clk_period [get_ports {clk}]

set non_clock_inputs [all_inputs -no_clocks]
set_input_delay [expr $clk_period * $clk_io_pct] -clock clk0 $non_clock_inputs
set_output_delay [expr $clk_period * $clk_io_pct] -clock clk0 [all_outputs]
### design.v
`timescale 1ns / 1ps
module ProgramCounter(
        input nxinst,
        input override_en,
        input [7:0] override_pc,
        input cout,
        output reg [7:0] PC =0        
    );
    reg [7:0] nxPC = 8'b00000000;
    always @(posedge cout) 
        PC <= nxPC;
    always @(posedge cout)
        if (override_en == 1'b0 && nxinst == 1'b1)
            nxPC <= nxPC + 1;
        else if (override_en == 1'b0 && nxinst == 1'b0)
            nxPC <= nxPC;
        else if (override_en==1) 
            begin
                nxPC <= override_pc;
            end
        else
            begin
                nxPC <= nxPC;
            end  
endmodule
`timescale 1ns / 1ps
module clock_divider(cin,cout);
    input cin;
    output cout;
    parameter timeconst = 60;        
    integer count0;
    integer count1;
    integer count2;
    integer count3;
    reg d;
    reg cout;
    initial 
        begin
            count0=0;
            count1=0;
            count2=0;
            count3=0;
            d=0;
        end
    always @(posedge cin) 
        begin
            count0 <= (count0 +1);
            if ((count0 == timeconst))
                begin
                    count0 <= 0;
                    count1 <= (count1 +1);
                end 
            else if ((count1 == timeconst))
                begin
                    count1 <= 0;
                    count2 <= (count2 + 1);
                end 
            else if ((count2 == timeconst))
                begin
                    count2 <= 0;
                    count3 <= (count3 +1);
                end
            else if ((count3 == timeconst))
                begin
                    count3 <= 0;
                    d <= ~(d);
                end
            cout <= d;
            end      
endmodule
`timescale 1ns / 1ps
module decode_block(
            input [31:0] fetched_inst,   
            output [6:0] opcode,         
            output reg [4:0] LEDs        
    );
    wire [6:0] func7;
    wire [2:0] func3;
    assign opcode = fetched_inst[6:0];
    assign func7 = fetched_inst[31:25];
    assign func3 = fetched_inst[14:12];
    always @(*)
    begin
        case(opcode)
            7'b0110011:
            begin
                if (func3 == 0 && func7 ==0)
                    begin
                        LEDs = 5'b00001;     
                    end
                else if (func3 == 0 && func7 == 32)
                    begin
                        LEDs = 5'b00010;     
                    end
                else if (func3 == 7 && func7 == 0)
                    begin
                        LEDs = 5'b00011;     
                    end
                else if (func3 == 6 && func7 == 0)
                    begin
                        LEDs = 5'b00100;     
                    end
                else if (func3 == 1)
                    begin
                        LEDs = 5'b00101;     
                    end
                else if (func3 == 5)
                    begin   
                        LEDs = 5'b00110;     
                    end
                else if (func3 == 2 && func7 == 0)
                    begin
                        LEDs = 5'b00111;     
                    end
                else
                    begin
                        LEDs = 5'b11111;     
                    end
            end
            7'b0010011:
            begin
                if (func3 == 0)
                    begin
                        LEDs = 5'b01000;     
                    end
                else if (func3 == 7)
                    begin
                        LEDs = 5'b01001;     
                    end
                else if (func3 == 6)
                    begin
                        LEDs = 5'b01010;     
                    end
                else
                    begin
                        LEDs = 5'b11111;     
                    end
            end
            7'b0000011:
            begin
                if (func3 == 2)
                    begin
                        LEDs = 5'b01011;     
                    end
                else
                    begin
                        LEDs = 5'b11111;     
                    end
            end
            7'b0100011:
            begin
                if (func3 == 2)
                    begin
                        LEDs = 5'b01100;     
                    end
                else
                    begin
                        LEDs = 5'b11111;     
                    end
            end
            7'b1100011:
            begin
                if (func3 == 0)
                    begin
                        LEDs = 5'b01101;     
                    end
                else if (func3 == 1)
                    begin
                        LEDs = 5'b01110;     
                    end
                else
                    begin
                        LEDs = 5'b11111;     
                    end
            end
            7'b1101111:
            begin
                if (func3 == 0)
                    begin
                        LEDs = 5'b01111;     
                    end
                else
                    begin
                        LEDs = 5'b11111;     
                    end
            end
    endcase
    end 
endmodule
`timescale 1ns / 1ps
module lab7_top(input next_inst,
                output [4:0] LEDs,
                input clk
    );
    wire cout;
    wire override_en;
    wire [7:0]override_pc;
    wire [7:0] PC;
    reg read_en = 1;
    wire [6:0] opcode;
    wire [31:0] inst;
    assign override_en = 1'b0;
    assign override_pc = 0;
    always @(*)
        begin
        read_en = 1;
        end
    clock_divider #(2) CDIV (clk,cout); 
    ProgramCounter PROCOUNT(next_inst,override_en,override_pc,cout,PC);
    memblock MEMORYBLOCK(cout,PC,read_en,inst);
    decode_block DECODEBLOCK(inst,opcode,LEDs);   
endmodule
`timescale 1ns / 1ps
module memblock(input pclk,
                input [7:0] PC,
                input read_en,
                output reg [31:0] inst
    );
    reg [31:0] mbank [127:0];
    initial begin
        mbank[0] = 32'b00000000001000001000000110110011;    
        mbank[1] = 32'b01000000001000001000000110110011;    
        mbank[2] = 32'b00000000000000010000000110010011;	 
        mbank[3] = 32'b00000000001000001111000110110011; 	 
        mbank[4] = 32'b00000000001000001110000110110011;	 
        mbank[5] = 32'b00000000001000001001000110110011;	 
        mbank[6] = 32'b00000000001000001101000110110011;	 
        mbank[7] = 32'b00000000000000010111000110010011;	 
        mbank[8] = 32'b00000000000000010110000110010011;     
        mbank [9] = 32'b00000000000000010010000110000011;		 
        mbank [10] = 32'b00000000001000001010000000100011;		 
        mbank [11] = 32'b00000000001000001000000001100011;	 
        mbank [12] = 32'b00000000001000001001000001100011;	 
        mbank [13] = 32'b00000000001000001010000110110011;		 
        mbank [14] = 32'b00000000000000000000000111101111;		 
        end
    always @(posedge pclk)
        begin
            if (read_en == 1)
                begin
                    inst <= mbank[PC];
                end
            else
                begin
                    inst <= 0;
                end
        end  
endmodule
### run.sh
#!/bin/bash
# OpenROAD 26Q1-2900-gdf79404cd8, Yosys 0.63+post, stock flow scripts
make -C /OpenROAD-flow-scripts/flow DESIGN_CONFIG=/design/flow/config.mk WORK_HOME=/design/flow/orfs finish
==> impl_metrics.py <==
# Auto-generated metrics
metrics = {
    "status": {
        "outcome": "finished, final reports clean",
    },
    "routing": {
        "avgRoutedWirePerCell_um": 13.9,
        "insertedDiodeCount": 0,
        "antenna_left": 0,
        "drtPass1Iterations": 7,
        "routed_wl_mm": 14.9,
        "vias": 5866,
        "vias_per_cell": 5.47,
        "drt-initial-drc-count": 352,
        "drc_errors": 0,
    },
    "floorplanning": {
        "die_x_um": 143,
        "coreArea_um2": 19500,
        "rows": 51,
        "die_h_um": 143,
        "floorplan.core_util_pct": 40.9,
        "io_pins": 7,
        "die_area_um2": 20500,
    },
    "worst_setup_path": {
        "crit_arrival_ps": 3140,
        "crit_slowest_cell": "nand2_1",
        "endpoint_kind": "flip-flop",
        "crit_chain": "inv_1 > ha_1 > nor4b_1 > nand4_1 > or2_2 > nand2_1 > buf_4",
        "reg2reg_setup_slack_ps": 3970,
        "reg2reg_depth": 7,
        "startpoint_type": "flip-flop",
        "worst-path-max-fanout": 34,
        "max_stage_delay_ps": 630,
        "critical_path_class": "reg2reg",
        "worstPathRequired_ps": 7110,
        "r2r-start": "CDIV.count1[0]",
        "reg2reg_to": "CDIV.count1[21]",
    },
    "hold_path": {
        "hold_end": "CDIV.cout",
        "hold_depth": 0,
        "worstHoldStart": "CDIV.d",
        "hold_path_class": "reg2reg",
    },
    "clocking": {
        "path_clk_slew_ps": 60,
        "numCtsBuffers": 17,
        "postCtsHoldBufs": 0,
        "cts_tree": "done",
        "post-cts-setup-buffers": 0,
        "cts_buffer_depth": 2,
        "cts_root_buffer": "clkbuf_16",
        "cts_htree_levels": 4,
        "clock.latency.late_pin_ps": 420,
        "post_cts_resized": 0,
    },
    "pwr": {
        "ir_worst_vdd_v": 0.000174,
        "p_clk_share_pct": 51.8,
        "swShare_pct": 20.5,
        "p_leak_nw": 3.49,
        "combPwrFrac_pct": 0.1,
        "p_per_area_nw_per_um2": 191,
        "switchingPower_mw": 0.348,
        "seq_power_share_pct": 48.2,
        "intPower_mw": 1.35,
    },
    "yosys": {
        "yosys_area_um2": 7990,
        "syn_avg_cell_area_um2": 10.0,
        "edf_count": 101,
        "syn-instance-count": 799,
        "ys_async_sr_fraction_pct": 0,
        "synth_flop_count": 151,
        "flop_cell": "edfxtp_1",
        "yosys.area.top_type": "edfxtp_1",
        "ys_cells": 799,
        "yosysWarnings": 5,
        "synth_area_um2": 7990,
        "synthDistinctLibCells": 51,
        "top_area_share_pct": 38.0,
        "area_leaders": "edfxtp_1 (38%), dfxtp_1 (11%), xnor2_1 (4.4%)",
    },
    "sta": {
        "final.setup.tns_ps": 0,
        "setup_viol": 0,
        "skew_ps": 10.2,
        "unconstrained_endpoints": 30,
        "fmaxAchievable_mhz": 330,
        "grt_setup_unrepaired": "false",
        "hold_violations": 0,
        "slew_headroom_pct": 52.2,
        "worst_pin_slew_ps": 716,
        "slew_viol_final": 0,
        "unclocked_regs": 21,
        "period_needed_ps": 3030,
        "finalClockPeriodUsage_pct": 43.3,
    },
    "global_routing": {
        "grt_start_max_net_pins": 36,
        "antenna_found_initial": 0,
        "grt_pass1_vias": 5341,
        "grt_pass1_wl_mm": 25.8,
        "grt_usage_pct": 16.2,
        "grt-ovfl-total": 0,
    },
    "placement": {
        "hpwl_mm": 9.67,
        "port_buffers": 6,
        "dp.cells": 1040,
        "postPlaceCellArea_um2": 8300,
        "gp_congestion": 0.820,
    },
    "cells_and_area": {
        "final_area_um2": 8880,
        "area_delta_synth_final_pct": 11.2,
        "drive_above_1_share_pct": 6.32,
        "layout.cells.non_filler": 1072,
    },
    "flow_run": {
        "maxCapViolCount": 0,
        "warnings": 34,
    },
}
-- layout by cell type (no fill, tap or decap), types with 34 or more instances in the layout --
master    count
nand2_1      50
nor2_1       62
xnor2_1      40
or4_1        40
nand4_1      34
nand3_1      45
edfxtp_1    101
nor4_1       41
a21oi_1      58
dfxtp_1      45
-- per-layer routing --
metal	track usage [%]	part of all wire [%]	routed length, µm
met1	26.2	50	7510
met2	24.5	45	6770
met3	3.36	3.5	524
met4	1.40	0.86	129
met5	0	0	0
-- cell families (layout without fill, tap and decap cells) --
kind of cell | Yosys count | after routing | share of synthesized area (%)
buffers and inverters | 60 | 68 | 2.91
DFF | 146 | 146 | 49.2
and+or+nand+nor | 363 | 363 | 26.1
AOI/OAI and AO/OA | 136 | 136 | 10.1
latches | 5 | 5 | 0.940
muxes | 5 | 5 | 0.783
adders and majority gates | 15 | 15 | 2.35
xor gates and xnor gates | 69 | 69 | 7.56
-- flip-flops by register name, indices dropped and copies added (netlist names) --
name and flops:
CDIV.cout 1, DECODEBLOCK.LEDs 5, PROCOUNT.PC 4, CDIV.d 1
CDIV.count2 32, CDIV.count3 32, PROCOUNT.nxPC 4, CDIV.count0 32
MEMORYBLOCK.inst 8, CDIV.count1 32
-- final cells by class --
cell class | count | area [µm²]
clock buffers | 19 | 433
clock inverters | 13 | 148
fillers | 1815 | 10600
inverters | 25 | 93.8
multi-input cells | 588 | 3770
flip-flops and latches | 151 | 4010
well taps | 265 | 332
repair buffers | 11 | 97.6
-- worst max-delay path: cells and delay by family (launching register included) --
kind          cells  cell delay, ps
fa+ha+maj         1             150
buf+inv           2             470
simple gates      4            1610
flops             1             470
-- through the flow --
| step | setup WS [ps] | hold WS [ps] | utilization (%) | power, mW |
|---|---|---|---|---|
| global route | 3760 | 387 | 45.5 | 1.75 |
| CTS | 3900 | 364 | 45.5 | 1.72 |
| finish | 3970 | 363 | 45.5 | 1.70 |
| floorplan | 2780 | 348 | - | 0.834 |
| global placement | 4020 | 359 | 42.5 | 0.834 |
| detailed placement | 3900 | 358 | 42.5 | 0.834 |
-- worst max path at each step --
stage | startpoint | to
6_report | CDIV.count1[0] | CDIV.count1[21]
5_1_grt | CDIV.count1[0] | CDIV.count1[21]
4_1_cts | CDIV.count1[0] | CDIV.count1[21]
-- power by group through the flow --
stage | sequential [mW] | combinational (mW) | clock [mW]
5_1_grt | 0.817 | 0.00103 | 0.932
4_1_cts | 0.817 | 0.000937 | 0.900
6_report | 0.817 | 0.000916 | 0.878
-- cell usage after synthesis, types with 3 or more instances --
cell type	instances
dfxtp_1	45
and4_1	15
nand2_1	50
nor2b_1	6
edfxtp_1	101
or2_2	5
xnor2_1	40
nor3_1	13
or4b_2	3
ha_1	15
dlxtn_1	5
o31ai_1	32
clkbuf_1	31
nand4_1	34
nand3_1	45
a22oi_1	4
or4_1	40
mux2i_1	4
and2_1	5
or3_1	21
xor2_1	29
a21oi_1	59
o21ai_0	28
nor4b_1	5
inv_1	25
and3_1	7
nor4_1	41
nor2_1	62
Power figures rest on the tool's default switching activity, not on a simulated workload.
